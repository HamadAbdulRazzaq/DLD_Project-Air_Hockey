### config.mk
export PLATFORM = sky130hd
export DESIGN_NAME = top_module1
export DESIGN_NICKNAME = top_module1
export VERILOG_FILES = /design/flow/design.v
export SDC_FILE = /design/flow/constraint.sdc
export NUM_CORES = 4
export LEC_CHECK = 1
export CORE_UTILIZATION = 40
export SYNTH_HDL_FRONTEND = slang
### constraint.sdc
current_design top_module1

set clk_period 5.6
set clk_io_pct 0.2

create_clock -name clk0 -period $clk_period [get_ports {clk_i}]

set non_clock_inputs [all_inputs -no_clocks]
set_input_delay [expr $clk_period * $clk_io_pct] -clock clk0 $non_clock_inputs
set_output_delay [expr $clk_period * $clk_io_pct] -clock clk0 [all_outputs]
### design.v
`timescale 1ns / 1ps
module counter_10_bit(clk, count, trig);
  input clk;
  output [9:0] count;
  output trig;
  reg trig;
  reg [9:0] count;
  initial
    begin
    count = 0;
  	trig = 0;
    end
  always @(posedge clk)
    begin
      if (count < 799)
        begin       
          count <= count + 1;
          trig<=0;
        end
      else
        begin
          count <= 0;
          trig <= 1;
        end
    end
endmodule
module counter_10_bit1(clk, count, enable);
  input clk;
  input enable;
  output [9:0] count;
  reg [9:0] count;
  initial
    begin
    count = 0;
    end
  always @(posedge clk)
    begin
      if (enable == 1)
        begin
          if (count <= 523)
            begin        
              count <= count + 1;
            end
          else
            begin
          		count <= 0;
            end
      	end
     end
endmodule
module clk_div(clk,clk_d);
  parameter div_value= 1;
  input clk;
  output clk_d;
  reg clk_d;
  reg count;
  initial
    begin 
      clk_d=0;
      count=0;
    end
  always @(posedge clk)
    begin 
      if (count == div_value)
        count <=0;
      else
        count<=count+1;
    end
  always @(posedge clk)
    begin 
      if (count == div_value)
        clk_d <= ~ clk_d;
    end
endmodule
module clk_div2(clk,clk_d2);
  parameter div_value= 4999999;
  input clk;
  output clk_d2;
  reg clk_d2;
  reg [23:0]count;
  initial
    begin 
      clk_d2=0;
      count=0;
    end
  always @(posedge clk)
    begin 
      if (count == div_value)
        count <=0;
      else
        count<=count+1;
    end
  always @(posedge clk)
    begin 
      if (count == div_value)
        clk_d2 <= ~ clk_d2;
    end
endmodule
module vga_sync (
  input [9:0] h_count,
  input [9:0] v_count,
  output  h_sync,
  output v_sync,
  output video_on,
  output [9:0] x_loc,
  output [9:0] y_loc
);
  localparam HD = 640;
  localparam HF = 16;
  localparam HB = 48;
  localparam HR = 96;
  localparam VD = 480;
  localparam VF = 10; 
  localparam VB = 33; 
  localparam VR = 2;
assign h_sync = ((h_count < (HD+HF)) || (h_count >= (HD+HF+HR)));
assign v_sync = ((v_count < (VD+VF)) || (v_count >= (VD+VF+VR)));
assign video_on = ((h_count < HD) && (v_count < VD));
  assign x_loc = h_count;  
  assign y_loc = v_count;  
endmodule
module Keyboard(
	input CLK,	
   input PS2_CLK,	
   input PS2_DATA,
   output reg up, reg down, reg left, reg right	 
   );
  wire [7:0] ARROW_UP = 8'h1D;	 
  wire [7:0] ARROW_DOWN = 8'h1B;
  wire [7:0] ARROW_LEFT = 8'h1C;
  wire [7:0] ARROW_RIGHT = 8'h23;
	reg read; 
	reg [11:0] count_reading;	
	reg PREVIOUS_STATE;			
	reg scan_err;				
	reg [10:0] scan_code;		
	reg [7:0] CODEWORD;			
	reg TRIG_ARR;				
	reg [3:0]COUNT;				
	reg TRIGGER = 0;			 
	reg [7:0]DOWNCOUNTER = 0;	
	initial begin
		PREVIOUS_STATE = 1;		
		scan_err = 0;		
		scan_code = 0;
		COUNT = 0;			
		CODEWORD = 0;
		read = 0;
		count_reading = 0;
	end
	always @(posedge CLK) begin	
		if (DOWNCOUNTER < 249) begin 
			DOWNCOUNTER <= DOWNCOUNTER + 1;
			TRIGGER <= 0;
		end
		else begin
			DOWNCOUNTER <= 0;
			TRIGGER <= 1;
		end
	end
	always @(posedge CLK) begin	
		if (TRIGGER) begin
			if (read)				
				count_reading <= count_reading + 1;
			else 						
				count_reading <= 0;		
		end
	end
	always @(posedge CLK) begin		
	if (TRIGGER) begin						
		if (PS2_CLK != PREVIOUS_STATE) begin
			if (!PS2_CLK) begin				
				read <= 1;				
				scan_err <= 0;			
				scan_code[10:0] <= {PS2_DATA, scan_code[10:1]};	
				COUNT <= COUNT + 1;			
			end
		end
		else if (COUNT == 11) begin				
			COUNT <= 0;
			read <= 0;				
			TRIG_ARR <= 1;			
			if (!scan_code[10] || scan_code[0] || !(scan_code[1]^scan_code[2]^scan_code[3]^scan_code[4]
				^scan_code[5]^scan_code[6]^scan_code[7]^scan_code[8]
				^scan_code[9]))
				scan_err <= 1;
			else 
				scan_err <= 0;
		end	
		else  begin						
			TRIG_ARR <= 0;				
			if (COUNT < 11 && count_reading >= 4000) begin	
				COUNT <= 0;				
				read <= 0;				
			end
		end
	PREVIOUS_STATE <= PS2_CLK;					
	end
	end
	always @(posedge CLK) begin
		if (TRIGGER) begin					
			if (TRIG_ARR) begin				
				if (scan_err) begin			
					CODEWORD <= 8'd0;		
				end
				else begin
					CODEWORD <= scan_code[8:1];	
				end				
			end					
			else CODEWORD <= 8'd0;	
		end
		else CODEWORD <= 8'd0;		
	end
	always @(posedge CLK) begin
        up = 0;
        down = 0;
        right = 0;
        left = 0;
		if (CODEWORD == ARROW_UP)
		begin				
			up = 1;
			down = 0;	
			left = 0;
			right =0;	
		end			
		else if (CODEWORD == ARROW_DOWN)
		begin				
			up = 0;
			down = 1;	
			left = 0;
			right = 0;	
		end			 
        else if (CODEWORD == ARROW_LEFT)	
		begin				
			up = 0;
			down = 0;	
			left = 1;
			right = 0;	
		end	
        else if (CODEWORD == ARROW_RIGHT)	
		begin				
			up = 0;
			down = 0;	
			left = 0;
			right = 1;	
		end	
	end
endmodule
module pixel_gen(
  input [9:0] pixel_x,
  input [9:0] pixel_y,
  input clk_d,
  input video_on,
  output reg [3:0] red = 0,
  output reg [3:0] blue = 0,
  output reg [3:0] green = 0,
  input circle_x,
  input circle_y,
  input clk_d2,
  input  up,
  input down,
  input left,
  input right
);
reg [23:0] cp = 0;
reg [23:0] cm= 0;
reg w1 = 1'b0;
reg [10:0] x1 = 10'd320;
reg [10:0] y1 = 10'd240;
reg [10:0] px1 = 10'd320;
reg [10:0] py1 = 10'd100;
reg [10:0] dx1 = 10'd320;
reg [10:0] dy1 = 10'd380;
parameter x2 = 320;
parameter y2 = 240;
parameter px2 = 320;
parameter py2 = 100;
parameter dx2 = 320;
parameter dy2 = 380;
  always @ (posedge clk_d) begin
  cm<= cm+1;
  cp<= cp+1;
  if (cp>=499999 && (((x1-10 >160 && x1+10 <480) && (y1-10 >20 && y1+10 <460)))) begin
  cp<=0;
  if (up) begin
  dy1 <= dy1 -1;
  end
  if (down) begin
  dy1 <= dy1 +1;
  end
  if (left) begin
  dx1 <= dx1 -1;
  end
  if (right) begin
  dx1 <= dx1 +1;
  end
  end
  if ( (~w1)&& (cm>=2499999) && ((x1-10 >160 && x1+10 <480) && (y1-10 >20 && y1+10 <460)) ) begin
  x1 <= x1+1;
  cm <=0;
  end
  else if ((w1)&& (cm>=2499999) && ((x1-10 >160 && x1+10 <480) && (y1 -10 >20 && y1+10 <460))) begin
  x1 <= x1-1;
  cm<=0;
  end
  else if (x1+11>=480 || x1-11<=160) begin
  w1 <= ~w1;
  end
    if (((pixel_x <=160) || (pixel_x >=480))|| ((pixel_y <=20)|| (pixel_y >=460))) begin
      red <= 4'h0;
      blue <= 4'h0;
      green <= 4'h0;
    end
else begin
     if ((pixel_x >160 && pixel_x <480) && (pixel_y >20 && pixel_y <460)) begin
      red <= 4'h0;
      blue <= 4'hF;
      green <= 4'h0;
     if ((pixel_x >290  && pixel_x <350) && ((pixel_y >20 && pixel_y <50)||(pixel_y >430 && pixel_y <460))) begin
      red <= 4'hF;
      blue <= 4'hF;
      green <= 4'hF;
      end
     if ((pixel_x >160 && pixel_x <480) && (pixel_y > 238 && pixel_y <241)) begin
     red <= 4'h0;
      blue <= 4'h0;
      green <= 4'h0;
      end
      if (circle_x && circle_y) begin
      if (((pixel_y-y1)*(pixel_y-y1)<=((10*10)-((pixel_x-x1)*(pixel_x-x1))))&&((pixel_x>x1-10 && pixel_x<x1+10)&&(pixel_y>y1-10 && pixel_y<y1+10)) ) begin
            red<=4'hF;
            green<=4'h0;
            blue<=4'h0;
     end
     end  
else begin
      if (((pixel_y-y2)*(pixel_y-y2)<=((10*10)-((pixel_x-x2)*(pixel_x-x2))))&&((pixel_x>x2-10 && pixel_x<x2+10)&&(pixel_y>y2-10 && pixel_y<y2+10)) ) begin
            red<=4'hF;
            green<=4'h0;
            blue<=4'h0;
            y1 <= y2;
            x1 <= x2;
     end  
end    
     if ((((pixel_y-50)*(pixel_y-50)<=((25*25)-((pixel_x-320)*(pixel_x-320))))&&((pixel_x>295 && pixel_x<345)&&(pixel_y>25 && pixel_y<75)))&&(((pixel_y-50)*(pixel_y-50)<=((20*20)-((pixel_x-320)*(pixel_x-320))))&&((pixel_x>300 && pixel_x<340)&&(pixel_y>30 && pixel_y<70)))) begin
            red<=4'hF;
            green<=4'hF;
            blue<=4'hF;
     end
     if (((pixel_y-430)*(pixel_y-430)<=((20*20)-((pixel_x-320)*(pixel_x-320))))&&((pixel_x>300 && pixel_x<340)&&(pixel_y>410 && pixel_y<450))) begin
            red<=4'hF;
            green<=4'hF;
            blue<=4'hF;
     end    
      end
      if (circle_x && circle_y) begin
      if (((pixel_y-py1)*(pixel_y-py1)<=((15*15)-((pixel_x-px1)*(pixel_x-px1))))&&((pixel_x>px1-15 && pixel_x<px1+15)&&(pixel_y>py1-15 && pixel_y<py1+15)) ) begin
            red<=4'hF;
            green<=4'h0;
            blue<=4'h0;
     end
     end  
else begin
      if (((pixel_y-py2)*(pixel_y-py2)<=((15*15)-((pixel_x-px2)*(pixel_x-px2))))&&((pixel_x>px2-15 && pixel_x<px2+15)&&(pixel_y>py2-15 && pixel_y<py2+15)) ) begin
            red<=4'hF;
            green<=4'h0;
            blue<=4'h0;
            py1 <= py2;
            px1 <= px2;
     end  
end    
      if (circle_x && circle_y) begin
      if (((pixel_y-dy1)*(pixel_y-dy1)<=((15*15)-((pixel_x-dx1)*(pixel_x-dx1))))&&((pixel_x>dx1-15 && pixel_x<dx1+15)&&(pixel_y>dy1-15 && pixel_y<dy1+15)) ) begin
            red<=4'hF;
            green<=4'h0;
            blue<=4'h0;
     end
     end  
else begin
      if (((pixel_y-dy2)*(pixel_y-dy2)<=((15*15)-((pixel_x-dx2)*(pixel_x-dx2))))&&((pixel_x>dx2-15 && pixel_x<dx2+15)&&(pixel_y>dy2-15 && pixel_y<dy2+15)) ) begin
            red<=4'hF;
            green<=4'h0;
            blue<=4'h0;
            dy1 <= dy2;
            dx1 <= dx2;
     end  
end 
     if ((((pixel_y-50)*(pixel_y-50)<=((25*25)-((pixel_x-320)*(pixel_x-320))))&&((pixel_x>295 && pixel_x<345)&&(pixel_y>25 && pixel_y<75)))&&(((pixel_y-50)*(pixel_y-50)<=((20*20)-((pixel_x-320)*(pixel_x-320))))&&((pixel_x>300 && pixel_x<340)&&(pixel_y>30 && pixel_y<70)))) begin
            red<=4'hF;
            green<=4'hF;
            blue<=4'hF;
     end
     if (((pixel_y-430)*(pixel_y-430)<=((20*20)-((pixel_x-320)*(pixel_x-320))))&&((pixel_x>300 && pixel_x<340)&&(pixel_y>410 && pixel_y<450))) begin
            red<=4'hF;
            green<=4'hF;
            blue<=4'hF;
     end    
      end
      end
endmodule
module top_module1(clk_i, h_sync, v_sync, red_o, green_o, blue_o, x_in,y_in,ps2clk,ps2data);
    input clk_i;
    input x_in;
    input y_in;
	wire clk_d_o;
  	wire [9:0] h_count;
  	wire [9:0] v_count;
  	wire trig_o;
  	wire clk_do2;
   	output h_sync;
  	output v_sync;
  	wire video_on;
    wire [9:0] x_loc;
    wire [9:0] y_loc;
    output [3:0] red_o;
    output [3:0] green_o;
    output [3:0] blue_o;
    wire u;
    wire d;
    wire l;
    wire r;
    input ps2clk;
    input ps2data;
   	clk_div g1(.clk(clk_i), .clk_d(clk_d_o));
   	clk_div2 c12(clk,clk_do2);
  	counter_10_bit h_1(.clk(clk_d_o), .count(h_count), .trig(trig_o));
  	counter_10_bit1 v_1(.clk(clk_d_o), .enable(trig_o), .count(v_count));
 	vga_sync vga_sync1(.h_count(h_count), .v_count(v_count), .h_sync(h_sync), .v_sync(v_sync), .video_on(video_on), .x_loc(x_loc), .y_loc(y_loc));
  Keyboard k1(clk_d_o,ps2clk,ps2data,u,d,l,r);
  pixel_gen pixel_gen1(.clk_d(clk_d_o), .pixel_x(x_loc), .pixel_y(y_loc), .video_on(video_on), .red(red_o), .green(green_o), .blue(blue_o),.circle_x(x_in),.circle_y(y_in),.clk_d2(clk_do2),.up(u),.left(l),.right(r),.down(d));
endmodule
### run.sh
#!/bin/bash
# OpenROAD 26Q1-2900-gdf79404cd8, Yosys 0.63+post, stock flow scripts
make -C /OpenROAD-flow-scripts/flow DESIGN_CONFIG=/design/flow/config.mk WORK_HOME=/design/flow/orfs finish
==> results.toml <==
# synthesis and place-and-route metrics
[floorplan]
floorplan.io_pins = 19
initial_utilization_pct = 40.3
die_area_mm2 = 0.250
num_rows = 182
floorplan.die.width_um = 500
core-area_mm2 = 0.246
die_height_um = 500

[sta]
setup-tns-final_ns = 0
timing.slew.headroom_pct = 18.1
rsz_0062_raised_after_global_routing = "false"
worst_clock_skew_ns = 0.00370
fmax_mhz = 1570
final-max-slew-violation-count = 0
unconstrained_endpoints = 223
period_used_pct = 11.4
post-route-min-period_ns = 0.636
finalHoldViolCount = 0
unclocked_regs = 167
setup_violations = 0
worst_hold_slack_ns = 0.412
timing_worst_slew_pin_value_ns = 1.21

[logic_synthesis]
logic_family = "adder cells"
postSynth.asyncResetShare_pct = 0
synth.distinct_cells = 98
synthDominantCellAreaShare_pct = 42.1
synth_warnings = 0
number_of_synthesized_flops_with_an_enable_pin = 43
yosys.area_share.xor_xnor_pct = 6.44
synth_simple_gate_area_share_pct = 9.77
yosys-stat-cells = 10700
synth.cellmix.adderShare_pct = 60.5
yosys.stat.seqShare_pct = 3.85
mux_area_share_pct = 0.116
yosys-stat-area_mm2 = 0.0992
number_of_cells_produced_by_synthesis = 10700
top_area_cell = "fa_1"
syn-mean-instance-area_um2 = 9.27
numSynthFlops = 169
ys_sh_aoi_pct = 7.98
flop_cell = "dfxtp_1"
topCellsByArea = "fa_1, ha_1, inv_1"
synthesis.area_mm2 = 0.0992

[detailed_routing]
drc = 0
detailedRoute.firstPassIterationCount = 6
routedWlPerCell_um = 17.0
route.antenna.remaining_nets = 0
routed_wirelength_um = 238000
detailroute.via_count = 69100
detail_route.iter0.violations = 2736
vias_per_cell = 4.94

[critical_path]
rr_worst_depth = 1
crit_path_start_kind = "flip-flop"
timing.critical_path.max_delay_family = "flip-flops"
reg2reg_setup_slack_ns = 4.96
crit_path_end = "g1.clk_d$_DFFE_PP_"
worst_flop_to_flop_path_endpoint = "g1.clk_d$_DFFE_PP_"
worstPathBufferInverterCount = 1
criticalPathCategory = "flip-flop to flip-flop"
worstPathArrival_ns = 0.61
cpMaxStageDelayCell = "edfxtp_1"
critical_path.endpoint_type = "flip-flop"
worstPathRequired_ns = 5.57
worst_r2r_startpoint = "g1.clk_d$_DFFE_PP_"
worst-path-max-fanout = 2
crit_cells = 1
path_cells = "inv_1"
cpPeakStageDelay_ns = 0.34
critical_path.startpoint = "g1.clk_d$_DFFE_PP_"

[finish]
areaGrowthSynthToFinish_pct = 4.74
layout.area.comb_mm2 = 0.0841
fillCellCount = 23600
drive_above_1_share_pct = 2.12
post-route-util_pct = 42.2
final-seq-area_mm2 = 0.00381

[grt]
antenna_found_initial = 3
grt_overflow = 0
grt_max_degree = 89
first_global_vias = 75700
grt_pass1_wl_um = 400000
gr-usage-all-layers_pct = 21.3

[clock_tree]
htree_levels = 1
postCtsHoldBufs = 0
cts_setup_buffers = 0
number_of_clock_buffers_inserted_by_tritoncts = 3
post_cts_resized = 0
clock_tree.buffer_depth = 2
cts_root_buffer = "clkbuf_16"
clkLatencyLatePin_ns = 0.22
cts_tree = "yes"
clkSlewWorstSetupHoldPaths_ns = 0.03

[power]
total_power_mw = 0.146
vdd_drop_max_mv = 0.0570
powerDensity_mw_per_mm2 = 1.41
cellLeakagePower_nw = 53.5

[hold_path]
min_path_type = "flip-flop to flip-flop"

[placed_design]
port_buffers = 18
hpwl_um = 215000
place_congestion = 0.992

[outcome]
outcome = "finished, final reports clean"

[run]
log.warning_count = 152
max_cap_viol_count = 0
[sequential cells by signal, summed over array words and instances, names as in the netlist, 4 cells and up]
register / cells
pixel_gen1.cm: 24
pixel_gen1.dx1: 11
pixel_gen1.cp: 24
k1.count_reading: 12
pixel_gen1.dy1: 11
v_1.count: 10
k1.COUNT: 4
h_1.count: 10
pixel_gen1.x1: 11
pixel_gen1.blue: 4
pixel_gen1.red: 4
k1.CODEWORD: 8
k1.scan_code: 11
k1.DOWNCOUNTER: 8
pixel_gen1.green: 4
[power by group]
group,switching (mW),internal (mW),leakage [nW]
sequential,0,0.0161,1.43
combinational,0.0123,0.00738,52.0
clock,0.0166,0.0937,0.0382
[layout make-up]
| class | count | area share [%] |
|---|---|---|
| antenna | 2 | 0.00482 |
| clock buffer | 4 | 0.0759 |
| inverter | 2833 | 10.2 |
| multi-input combinational | 7521 | 81.0 |
| sequential | 169 | 3.67 |
| tap | 3312 | 3.99 |
| timing repair buffer | 140 | 1.06 |
[synthesized netlist by cell type, drive strengths merged (122+ instances only)]
cell and number:
nand3 198, ha 1457, fa 2084, nor2 578, clkbuf 151, a21oi 336, inv 2810, o21ai 247
dfxtp 126, nand2 528, a21o 193, xor2 192, xnor2 535, nor3 122
[worst min path at each step]
stage	endpoint	start	slack [ns]	cells after the start
final	g1.count$_SDFF_PP0_	g1.count$_SDFF_PP0_	0.41	1
after CTS	g1.count$_SDFF_PP0_	g1.count$_SDFF_PP0_	0.42	1
after global routing	g1.count$_SDFF_PP0_	g1.count$_SDFF_PP0_	0.42	1
[metrics by stage]
stage                     instance area (um2)  setup slack [ns]  cells
after global routing                   104000              4.91  14000
after detailed placement               104000              4.96  14000
final                                  104000              4.96  14000
after floorplan                         99200              2.99  10700
after global placement                 104000              4.94  14000
after CTS                              104000              4.96  14000
[per-layer routing]
metal  vias to the layer above  routed length, um  track usage [%]  share of wire [%]
li1                      33000                  -                -                  -
met1                     34100              98800             29.6                 41
met2                      1766             114000             34.1                 48
met3                       208              20100             7.01                8.4
met4                         6               5050             3.38                2.1
met5                         -                 87            0.193              0.037
[logic make-up after synthesis]
logic type,after synthesis
xor+xnor,727
compound gates,1218
other cells,2
flops,169
fa+ha+maj,3541
simple gates,2020
buf+inv,3008
mux,11
[cell usage in the layout, fill, tap and decap left out, types with 192 or more instances in the layout]
cell type	Yosys	layout
a21o_1	193	193
a21oi_1	335	335
fa_1	2084	2084
ha_1	1457	1457
inv_1	2807	2806
nand2_1	528	528
nand3_1	198	198
nor2_1	578	578
o21ai_0	241	241
xnor2_1	533	533
xor2_1	192	192
Power figures rest on the tool's default switching activity, not on a simulated workload.
